==> flow/design.v <==
module priority_reg(
    input logic clk,
	 input logic rst_i,
	 input logic en_i,
	 input logic [2:0] d_i,
	 output logic [2:0] q_o
);
always_ff@(negedge clk) begin
    if (rst_i) q_o <= 3'b111;
	 else begin
	     if (en_i) q_o <= d_i;
	 end 
end
endmodule
==> flow/run.sh <==
#!/bin/bash
# OpenROAD 26Q1-2900-gdf79404cd8, Yosys 0.63+post, stock flow scripts
make -C /OpenROAD-flow-scripts/flow DESIGN_CONFIG=/design/flow/config.mk WORK_HOME=/design/flow/orfs finish
==> flow/config.mk <==
export PLATFORM = sky130hd
export DESIGN_NAME = priority_reg
export DESIGN_NICKNAME = priority_reg
export VERILOG_FILES = /design/flow/design.v
export SDC_FILE = /design/flow/constraint.sdc
export NUM_CORES = 4
export LEC_CHECK = 1
export CORE_AREA = 10 10 70 70
export DIE_AREA = 0 0 80 80
==> flow/constraint.sdc <==
current_design priority_reg

set clk_period 1.5
set clk_io_pct 0.2

create_clock -name clk0 -period $clk_period [get_ports {clk}]

set non_clock_inputs [all_inputs -no_clocks]
set_input_delay [expr $clk_period * $clk_io_pct] -clock clk0 $non_clock_inputs
set_output_delay [expr $clk_period * $clk_io_pct] -clock clk0 [all_outputs]
==> ci_impl_report.md <==
## Implementation flow summary

| Metric | Value |
|---|---|
| Result of the run | complete, but fails checks |
| Violated checks | negative setup slack |
| Leak | 0.1111 nW |
| Number of synthesized register bits | 3 |
| Pins over their slew limit | 0 |
| Core Footprint | 3416 sq um |
| Post-route cell area | 265.3 sq um |
| Worst min path class | register to register |
| Drt drc | 0 |
| Final core utilization | 7.766% |
| Worst-case clock skew | 0 ps |
| Area growth from synthesis to layout | 140.9% |
| Slew of the pin with the lowest slew margin | 125.6 ps |
| Die footprint | 6400 sq um |
| Horizontal die size | 80 um |
| Kind of critical path | register to primary output |
| Worst Setup Slack, final | -255.3 ps |
| Maximum fanout along the worst path | 2 |
| Wire length of the first global-routing pass | 634 um |
| CTS H-tree depth | 1 |
| Largest register by flop count | q_o |
| Root Buffer | sky130_fd_sc_hd__clkbuf_4 |
| Via count of the first global-routing pass | 160 |
| Arrival time of the worst setup path | 1460 ps |
| Ratio of cells with drive above 1 in the final layout | 45.83% |
| Via count | 129 |
| Iter 0 DRT Violations | 3 |
| Worst hold margin | 553.7 ps |
| Dpl cell area | 247.7 sq um |
| Total overflow reported by the global router | 0 |
| Count of cell instances traversed by the critical path | 1 |
| Worst slew slack as a fraction of its limit | 91.63% |
| Via-per-instance ratio | 1.792 |
| Row count | 21 |
| DRT antenna net count | 0 |
| Largest register FFs | 3 |
| Cells after Synth | 10 |
| Mean cell area of the mapped netlist | 11.01 sq um |
| Tally of OpenROAD warnings | 30 |
| Global-route met3 utilization | 2.614% |
| Post-placement setup slack | -583.5 ps |
| Count of cell types in the netlist | 5 |
| Setup-violating endpoint count in the final report | 3 |
| Buffers added on ports | 8 |
| Max stage delay cell, worst path | sky130_fd_sc_hd__dfxtp_2 |
| Number of cells in the yosys synthesis report | 10 |
| Gr busiest metal | met3 |
| Post-synth seq share | 54.55% |
| Met2 GRT Util | 1.204% |
| Crit-path cells | buf_2 |
| Largest buffer count on any clock path | 2 |
| Met1 track demand over resource in global routing | 1.198% |
| Share of the core filled by cells before placement | 3.223% |
| Final routed wirelength across all metal layers | 494 um |
| Critical path startpoint category | register |
| CP Capture Type | primary output |
| Inserted Clock Buffers | 3 |
| Cell family with most CP delay | flip-flops |
| Delay contributed by the slowest stage of the critical path | 300 ps |
| Number of endpoints with negative hold slack in the final report | 0 |
| Count of cells along the worst hold path | 2 |
| Max IR drop VDD | 0.0001329 V |
| RSZ-0062 raised after global routing | true |
| Max-capacitance violation count | 0 |
| Cells on worst reg2reg path | 2 |
| Detail-routed net length per standard cell | 6.861 um |
| Top-level port count | 9 |
| Power Dens Cells | 1068 nW/um^2 |
| Post-CTS setup buffer count | 0 |
| Commonest cells after routing, fill and taps aside | 4 x sky130_fd_sc_hd__inv_1, 4 x sky130_fd_sc_hd__dlygate4sd2_1 |
| Count of buffer and inverter cells on the critical path | 1 |
| Vertical extent of the die | 80 um |
| Number of warnings issued by yosys | 1 |
| TritonCTS clock tree | done |
| Total number of clock tree sinks | 3 |
| Total cell area reported by yosys after synthesis | 110.1 sq um |
| Clk latency late pin | 300 ps |
| Regs by FF count | q_o: 3 flops |
| Detailed Routing Iterations Pass 1 | 4 |
| Clock-pin slew reported for the worst setup and hold paths after clock tree synthesis | 40 ps |
| Mapped Area | 110.1 sq um |
| Global Route Usage Sum | 1.483% |
| Maximum number of pins on one net before global-route repair | 7 |
| Required arrival time at the worst endpoint | 1200 ps |
| Initial antenna violation count | 2 |
| Final GP Congestion | 0.6177 |
## what timing repair did
action / CTS / global route
setup endpoints to repair: 6 / 6
pin swaps: 2 / 0
resized: 18 / 1
hold buffers: 0 / 0
## where the power goes
part / leakage [nW] / internal (mW) / switching (mW)
Sequential: 0.0242 / 0.0873 / 0.00201
Clock: 0.0351 / 0.104 / 0.0648
Combinational: 0.0517 / 0.0163 / 0.00874
## Yosys cell counts
| cell | number | area share (%) |
|---|---|---|
| sky130_fd_sc_hd__a211o_1 | 2 | 16 |
| sky130_fd_sc_hd__a211o_2 | 1 | 9.1 |
| sky130_fd_sc_hd__dfxtp_1 | 3 | 55 |
| sky130_fd_sc_hd__inv_1 | 1 | 3.4 |
| sky130_fd_sc_hd__nor2b_1 | 3 | 17 |
## through the flow
| step | setup TNS [ps] | std cells | power (mW) |
|---|---|---|---|
| floorplan | 0 | 10 | 0.1130 |
| global placement | -2660 | 64 | 0.1409 |
| detailed placement | -2691 | 64 | 0.1414 |
| CTS | -788.5 | 70 | 0.2967 |
| global route | -831.1 | 71 | 0.3040 |
| finish | -741.6 | 72 | 0.2833 |
## routing by layer
layer	up-vias	share of wire, %	wire length, um
li1	65	-	-
met1	55	39	195
met2	9	35	175
met3	0	25	123
met4	0	0	0
met5	-	0	0
## area by class of cell
| type | instances | area, sq um |
|---|---|---|
| Fill cell | 403 | 3151 |
| Timing Repair Buffer | 8 | 55.05 |
| Clock buffer | 3 | 22.52 |
| Multi-Input combinational cell | 6 | 46.29 |
| Antenna cell | 2 | 5.005 |
| Clock inverter | 4 | 15.01 |
| Tap cell | 46 | 57.56 |
| Sequential cell | 3 | 63.81 |
## cell families after synthesis
logic type | share of synthesized area [%]
AND-OR/OR-AND | 25.00
buffers and inverters | 3.406
flip-flops | 54.55
AND/OR/NAND/NOR | 17.05
## worst paths after layout
check                               to  slack [ps]  startpoint
worst max-delay path            q_o[0]        -260      q_o[0]
worst min-delay path            q_o[0]         550      q_o[0]
worst max register to register  q_o[1]         700      q_o[1]
worst min register to register  q_o[0]         550      q_o[0]
Power is estimated from default activity; no workload was simulated.
