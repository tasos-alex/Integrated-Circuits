File: ./config.mk
export PLATFORM = sky130hd
export DESIGN_NAME = encoder
export DESIGN_NICKNAME = encoder
export VERILOG_FILES = /design/flow/design.v
export SDC_FILE = /design/flow/constraint.sdc
export NUM_CORES = 4
export LEC_CHECK = 1
export CORE_AREA = 10 10 70 70
export DIE_AREA = 0 0 80 80
File: ./constraint.sdc
current_design encoder

set clk_period 1.4
set clk_io_pct 0.2

create_clock -name clk0 -period $clk_period

set non_clock_inputs [all_inputs -no_clocks]
set_input_delay [expr $clk_period * $clk_io_pct] -clock clk0 $non_clock_inputs
set_output_delay [expr $clk_period * $clk_io_pct] -clock clk0 [all_outputs]
File: ./design.v
module encoder(
    output reg  [2:0]  binary_out ,  
    input  wire [7:0] encoder_in   
); 
always_comb begin 
    binary_out = 0; 
    if (encoder_in == 8'h002) begin
        binary_out = 1;
    end
    if (encoder_in == 8'h004) begin 
        binary_out = 2; 
    end
	if (encoder_in == 8'h008) begin 
        binary_out = 3; 
    end
	if (encoder_in == 8'h010) begin 
        binary_out = 4; 
    end
	if (encoder_in == 8'h020) begin 
        binary_out = 5; 
    end  
	if (encoder_in == 8'h040) begin 
        binary_out = 6; 
    end  
	if (encoder_in == 8'h080) begin 
        binary_out = 7; 
    end   
end
endmodule
File: ./run.sh
#!/bin/bash
# OpenROAD 26Q1-2900-gdf79404cd8, Yosys 0.63+post, stock flow scripts
make -C /OpenROAD-flow-scripts/flow DESIGN_CONFIG=/design/flow/config.mk WORK_HOME=/design/flow/orfs finish
==> Slide: Implementation Results <==
Synthesis and Place & Route Summary

Status
  • Status: finished with violations
  • Failing checks: setup timing

Pwr
  • VDD IR max: 46.77 uV
  • Total Power: 91.67 uW
  • Static Leak: 0.0001572 uW
  • Power density over the cells: 225.4 nW/um^2

Global route
  • Largest net degree at the start of global routing: 7
  • Initial antenna violation count: 0
  • Overflow after GRT: 0
  • First-pass GRT wire length: 1.407 mm
  • Number of global-route vias before repair: 284
  • GRT Overall Usage: 2.703%

Layout
  • Fillers: 399
  • Layout cell share with drive strength beyond 1: 73.68%
  • Flip-flops: 0
  • Final std cells w/o fill: 84
  • Post-Route Utilization: 11.90%
  • Reg area: 0 um^2
  • Area grow syn2layout: 190.2%
  • Clkbuf count: 0

Timing
  • Setup ws final: -0.07193 ns
  • Hold Fails Final Rpt: 0
  • Final Setup Violations: 2
  • Worst hold margin: 0.8892 ns
  • Min Clock Period, post-route: 1.472 ns
  • Rel. slew slack: 82.09%
  • Worst slew pin tran: 0.2658 ns
  • RSZ-0062 raised after global routing: true
  • Tcrit/Tclk final: 105.1%
  • F_max: 679.4 MHz
  • Count of pins over their slew limit: 0

Floorplanning
  • Chip area: 6400 um^2
  • Cell row count: 21
  • Core Box Area: 3416 um^2
  • Chip height: 80 um
  • FP Core Util: 4.103%
  • Io pins: 11
  • Die width: 80 um

Worst setup path
  • Crit path DRT: 1.12 ns
  • Crit path launch type: input port
  • Worst Path Arrival: 1.19 ns
  • Max Fanout on Critical Path: 3
  • Crit. End Element: output pin
  • Setup CP Type: input port to output pin
  • CP startpoint: encoder_in[6]

Route
  • Mean routed wirelength per cell: 9.179 um
  • DRC viols: 0
  • Antenna Cells: 0
  • DRT Pass-1 Iters: 2
  • Vias: 226
  • Violation count after the first detailed-route iteration: 6
  • Routed WL: 771 um
  • Via/cell ratio: 2.690
  • DRT antenna net count: 0

Yosys
  • Sequential fraction of the synthesis area: 0%
  • Synth cell count leaders: nor4b_1, o21ai_0, xor2_1
  • Ys cells: 19
  • Mapped Avg Cell Area: 7.375 um^2
  • Yosys stat area: 140.1 um^2
  • Mapped Cells: 19
  • Cell variety after synth: 16
  • Dominant cell type by area after synthesis: nor4b_1
  • Top cells by area: nor4b_1, xor2_1, o41ai_2, or3_4, o21ai_0
  • Yosys top cell area share: 12.50%
  • Netlist Area Pre-Place: 140.1 um^2
  • Yosys warnings: 1

Placement
  • Port Buffers: 11
  • Dpl ws: -0.8564 ns
  • Dpl hpwl: 636.2 um
  • RD Place Congestion: 0.7253
  • Placed Cells: 84

CTS
  • CTS Hold Bufs: 0

Hold path
  • Worst Hold Class: input port to output pin
  • Min-delay src: encoder_in[2]

Run
  • Tool Warnings: 34
  • Maxcap violations: 0
-- report_power, final --
part | total, uW | internal (uW) | switching [uW]
registers | 0 | 0 | 0
clock network | 0 | 0 | 0
logic | 91.7 | 52.0 | 39.7
total | 91.7 | 52.0 | 39.7
-- worst max-delay path, cell delays in order --
cell     delay (ns)
buf_8          0.10
or3_4          0.38
or2_1          0.23
a21oi_2        0.10
buf_2          0.09
-- cell families after synthesis --
group                     count (synthesis)  share of synthesized area (%)
xor gates and xnor gates                  3                          18.75
buffers and inverters                     1                          2.676
and+or+nand+nor                           8                          41.07
AOI/OAI and AO/OA                         7                          37.50
-- timing repair --
action | CTS | global route
setup buffers | 0 | 0
pin swaps | 6 | 7
resized | 50 | 17
endpoints found under the setup margin | 3 | 3
-- routing by layer --
layer	GRT usage, %	routed length (um)	vias to the layer above
li1	-	-	117
met1	3.104	341	98
met2	3.612	221	11
met3	2.841	208	0
met4	0	0	0
met5	0	0	-
-- final timing paths --
check | to | slack (ns) | cells after the start
worst min-delay path | binary_out[2] | 0.89 | 4
worst max-delay path | binary_out[2] | -0.07 | 5
-- per-stage QoR --
step,area (um^2),setup TNS (ns)
floorplan,140.1,0
global placement,367.9,-2.395
detailed placement,367.9,-2.460
CTS,384.1,-0.2291
global route,406.6,-0.2316
finish,406.6,-0.1128
-- layout by cell type, fill, tap and decap left out --
| cell | instances |
|---|---|
| nor4b_2 | 1 |
| nor4b_4 | 1 |
| o21ai_1 | 1 |
| o41ai_2 | 1 |
| buf_4 | 7 |
| xnor2_2 | 1 |
| buf_6 | 5 |
| xor2_1 | 2 |
| o21ai_0 | 1 |
| buf_2 | 6 |
| nand2_1 | 1 |
| or3_4 | 1 |
| o31a_1 | 1 |
| nor3_1 | 1 |
| nor4_4 | 1 |
| o21ai_2 | 1 |
| or4_4 | 1 |
| inv_1 | 1 |
| a21oi_2 | 1 |
| o211ai_1 | 1 |
| or2_1 | 1 |
| buf_8 | 1 |
-- layout make-up --
class                           count  area (um^2)  share of cell area, %
Multi-Input combinational cell     18        191.4                  47.08
Timing Repair Buffer               19        153.9                  37.85
Tap cell                           46        57.56                  14.15
Inverter                            1        3.754                 0.9231
No activity file was given, so power comes from the tool's default toggle rates.
