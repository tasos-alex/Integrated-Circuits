## design/flow/config.mk

```make
export PLATFORM = sky130hd
export DESIGN_NAME = tic_tac_top
export DESIGN_NICKNAME = tic_tac_top
export VERILOG_FILES = /design/flow/design.v
export SDC_FILE = /design/flow/constraint.sdc
export NUM_CORES = 4
export LEC_CHECK = 1
export CORE_AREA = 10 10 70 70
export DIE_AREA = 0 0 80 80
```

## design/flow/constraint.sdc

```tcl
current_design tic_tac_top

set clk_period 1.3
set clk_io_pct 0.2

create_clock -name clk0 -period $clk_period

set non_clock_inputs [all_inputs -no_clocks]
set_input_delay [expr $clk_period * $clk_io_pct] -clock clk0 $non_clock_inputs
set_output_delay [expr $clk_period * $clk_io_pct] -clock clk0 [all_outputs]
```

## design/flow/run.sh

```bash
#!/bin/bash
# OpenROAD 26Q1-2900-gdf79404cd8, Yosys 0.63+post, stock flow scripts
make -C /OpenROAD-flow-scripts/flow DESIGN_CONFIG=/design/flow/config.mk WORK_HOME=/design/flow/orfs finish
```

## design/flow/design.v

```verilog
module tic_tac_top (
  input  logic[4:0] x_i,
  input  logic[4:0] o_i,
  output logic      error_o,
  output logic      full_o,
  output logic      winx_o,
  output logic      wino_o,
  output logic      nowin_o
);
logic[8:0] x_int;
logic[8:0] o_int;
assign x_int = {4'b1011, x_i} ;
assign o_int = {4'b0100, o_i};
tictactoe ttt (
  .x     (x_int),
  .o     (o_int),
  .error (error_o),
  .full  (full_o),
  .winX  (winx_o),
  .winO  (wino_o),
  .noWin (nowin_o)
);
endmodule
module tictactoe (
input logic [8:0] x,
input logic [8:0] o,
output logic error,
output logic full,
output logic winX,
output logic winO,
output logic noWin);
logic [8:0] er;
logic [8:0] fu;
  always_comb begin
    er = x&o;
    if (er != 9'b000000000) error = 1;
    else error = 0;
  end
  always_comb begin
    fu = x|o;
    if ((fu == 9'b111111111) & (!error)) full = 1;
	 else full = 0;
  end
  always_comb begin
	 if (((x[0]&x[1]&x[2])|(x[3]&x[4]&x[5])|(x[6]&x[7]&x[8])|(x[0]&x[4]&x[8])|(x[2]&x[4]&x[6]))&(!error)) winX = 1;
	 else winX = 0;
  end
  always_comb begin
	 if (((o[0]&o[1]&o[2])|(o[3]&o[4]&o[5])|(o[6]&o[7]&o[8])|(o[0]&o[4]&o[8])|(o[2]&o[4]&o[6]))&(!error)) winO = 1;
	 else winO = 0;
  end
  always_comb begin
    noWin = ((!(winO|winX))&(!error));
  end
endmodule
```

==> run summary <==
Implementation numbers.

- Across all checked pins, the minimum headroom to the slew limit is 82.1%.
- The overall die area is 6400 um2.
- The fraction of post-synthesis cell area in the top cell type by area reads 17.1%.
- The final hold violation count is 0.
- The run finished, with violations left.
- According to the I/O placement log, the pin count is 15.
- Of all cell types, the one taking the most synthesized area is xnor2_1.
- The top cell type by instance count after synthesis is xnor2_1.
- The slew at the pin with the worst max-slew slack is 0.268 ns.
- The via density per instance is 2.59.
- The number of antenna violations at the first check in global routing came to 0.
- The class of the tightest hold or removal check is input pin to primary output.
- The number of cell rows is 21.
- The via total after detailed routing is 225.
- In the final layout, the share of cells above drive strength 1 is 63.4%.
- In this run the tool buffered the top-level ports with 15 buffer cells.
- The warning count from the yosys run reads 1.
- Entering global routing, the biggest net connects 5 pins.
- By startpoint and endpoint, the worst setup path is classified as input pin to primary output.
- The filler cell count in the final layout is 401.
- The worst hold path startpoint is x_i[0].
- The finished layout holds 87 standard cells, fillers aside.
- Setup slack on the critical path of the routed design comes to -0.214 ns.
- The cell count after placement is 85.
- The average wire per cell in the routed design reads 8.28 um.
- The count of warning messages emitted by the tools reads 34.
- The routed design could run at a clock period as short as 1.51 ns.
- The synthesis-to-finish area growth is 273%.
- The share of the yosys chip area belonging to registers is 0%.
- For this configuration, the core starts out at a cell density of 3.00%.
- The main area contributors are xnor2_1 17%, a222oi_1 9.8%, and4b_1 9.8%.
- The global-route wire length before repair is 1180 um.
- The synthesized area per cell reads 6.84 um2.
- The worst path uses 116% of the clock period.
- Synthesis handed over a netlist of 15 instances.
- The chip area in the Yosys report reads 103 um2.
- The kind of launch point of the worst setup path is an input pin.
- The total routed wirelength reads 720 um.
- After its last routability iteration, the placer logged a weighted congestion of 0.746.
- In this build the clock could be raised as far as 0.661 GHz.
- met2 is the most crowded layer.
- The OpenROAD report gives the critical path a required time of 1.04 ns.
- After legalization and detailed placement, the total HPWL measured 608 um.
- The max-slew violation count is 0.
- Per the detail_route report, DRC violations left total 0.
- The leakage power is 0.174 nW.
- The register area is 0 um2.
- On met1, the global router reports a usage of 2.50%.
- The highest supply drop recorded on VDD is 46.1 uV.
- After layout, the clock buffer instance count stands at 0.
- The critical path arrival reads 1.25 ns.
- Per the run summary, max-cap violations total 0.
- The number of global-route vias before repair reads 260.
- The critical path starts at o_i[0].
- The area of the mapped netlist is 103 um2.
- In the Yosys report the total cell count is 15.
- The overall overflow remaining after global route is 0.
- There are 0 flip-flops and latches.
- The worst setup path is captured at a primary output.
- The unique cell type count in the Yosys netlist is 14.
- The first TritonRoute pass finished after 4 iterations.
- The die width is 80 um.
- The areal power density over the cells is 298 nW/um2.
- From bottom edge to top edge, the die measures 80 um.
- Setup repair after global routing could not meet its margin everywhere.
- Across every metal layer, demand over resource in global routing totals 2.22%.
- In this run the standard cell core region covers 3420 um2.
- The global-route track usage on met2 reads 4.25%.
- The count of nets left with antenna violations after detail routing is 0.
- The checks that failed: negative setup slack.
- The starting DRC count in detailed routing is 7.
- The fraction of met3 tracks used by global routing is 0.568%.
- The maximum fanout along the worst path is 2.
- The repair_antennas step left the layout with diodes totalling 0.
- Endpoints with negative setup slack in the final report add up to 5.
- The worst-case setup slack after placement is -1.00 ns.
- The final layout reports a setup TNS of -0.879 ns.
- The post-CTS hold buffer count recorded in the log is 0.
- The multi-input logic area is 124 um2.
- The utilization after layout is 11.2%.
path summary, 6_finish.rpt:
check       to  slack, ns  depth (start not counted)
min     winx_o        1.0                          5
max    nowin_o      -0.21                          6
cell families (layout without fill, tap and decap cells):
group,after synthesis,count (layout),share of synthesized area [%]
AND-OR/OR-AND,7,7,50.0
AND/OR/NAND/NOR,6,6,32.9
XOR/XNOR,2,2,17.1
buffers and inverters,0,26,0
stage by stage:
stage / power (mW) / hold WS [ns] / area, um2
final: 0.114 / 0.999 / 383
after detailed placement: 0.105 / 1.64 / 378
after floorplan: 0.0235 / 0.598 / 103
after CTS: 0.103 / 0.971 / 360
after global routing: 0.125 / 1.03 / 383
after global placement: 0.105 / 1.65 / 378
routing by layer:
| metal | share of wire [%] | wire, um | vias to the layer above |
|---|---|---|---|
| li1 | - | - | 115 |
| met2 | 47 | 337 | 9 |
| met4 | 0 | 0 | 0 |
| met3 | 9.9 | 71 | 0 |
| met5 | 0 | 0 | - |
| met1 | 43 | 311 | 101 |
worst max-delay path, cell delays in order:
cell,delay (ns)
buf_6,0.09
a222oi_1,0.32
buf_4,0.18
nand2_4,0.05
and4b_1,0.25
buf_2,0.10
report_power, final:
part	internal [mW]	leakage [nW]	switching, mW
registers	0	0	0
clock network	0	0	0
logic	0.0721	0.174	0.0418
what timing repair did:
item                                    in CTS  in global routing
pin swaps                                    6                  2
buffers inserted                             1                  1
gates resized                               49                  3
endpoints found under the setup margin       5                  5
gates cloned                                 0                  0
layout by cell type, fill, tap and decap left out:
master,synthesis,layout
a21o_1,1,1
a21oi_2,0,1
a222oi_1,1,1
a22oi_2,0,1
and4b_1,1,1
buf_12,0,1
buf_2,0,8
buf_4,0,9
buf_6,0,3
clkbuf_2,0,1
dlygate4sd2_1,0,4
nand2_1,1,1
nand2_4,0,1
nand3_1,1,1
nor2_4,0,1
nor3_1,1,1
o211ai_1,1,1
o21ai_1,0,1
o22a_1,1,1
xnor2_1,2,2
cell type report:
cell class                      count  share of cell area, %
Multi-Input combinational cell     15                   32.4
Timing Repair Buffer               26                   52.6
Tap cell                           46                   15.0
Power and IR drop assume default switching activity.
